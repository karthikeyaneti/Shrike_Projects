$ cat ./config.mk
export PLATFORM = sky130hd
export DESIGN_NAME = uart_rx
export DESIGN_NICKNAME = uart_rx
export VERILOG_FILES = /design/flow/design.v
export SDC_FILE = /design/flow/constraint.sdc
export NUM_CORES = 4
export LEC_CHECK = 1
export CORE_AREA = 10 10 105 105
export DIE_AREA = 0 0 115 115
export SYNTH_HDL_FRONTEND = slang
$ cat ./design.v
module uart_rx #(
    parameter CLK = 50_000_000,
    parameter BAUD_RATE = 115200
) (
    input         i_Clock,
    input         i_RX_Serial,
    output        o_RX_DV,
    output [7:0]  o_RX_Byte
);
parameter CLOCKS_PER_BIT = CLK/BAUD_RATE;
parameter IDLE = 3'b000;
parameter RX_START_BIT = 3'b001;
parameter RX_DATA_BITS = 3'b010;
parameter RX_STOP_BIT = 3'b011;
parameter CLEANUP = 3'b100;
reg [17:0] r_Clock_Count;
reg [2:0] r_Bit_Index;
reg [7:0] r_RX_Byte;
reg r_RX_DV;
reg [2:0] r_SM_Main;
always @(posedge i_Clock) begin
    case (r_SM_Main)
        IDLE: begin
            r_RX_DV <= 1'b0;
            r_Clock_Count <= 0;
            r_Bit_Index <= 0;
            if (i_RX_Serial == 1'b0)
                r_SM_Main <= RX_START_BIT;
            else
                r_SM_Main <= IDLE;
        end
        RX_START_BIT: begin
            if (r_Clock_Count == CLOCKS_PER_BIT / 2) begin
                if (i_RX_Serial == 1'b0) begin
                    r_Clock_Count <= 0;
                    r_SM_Main <= RX_DATA_BITS;
                end else
                    r_SM_Main <= IDLE;
            end else begin
                r_Clock_Count <= r_Clock_Count + 1'b1;
                r_SM_Main <= RX_START_BIT;
            end
        end
        RX_DATA_BITS: begin
            if(r_Clock_Count < CLOCKS_PER_BIT - 1) begin
                r_Clock_Count <= r_Clock_Count + 1'b1;
                r_SM_Main <= RX_DATA_BITS;
            end else begin
                r_Clock_Count <= 0;
                r_RX_Byte[r_Bit_Index] <= i_RX_Serial;
                if (r_Bit_Index < 7) begin
                    r_Bit_Index <= r_Bit_Index + 1'b1;
                    r_SM_Main <= RX_DATA_BITS;
                end else begin
                    r_Bit_Index <= 0;
                    r_SM_Main <= RX_STOP_BIT;
                end
            end
        end
        RX_STOP_BIT: begin
            if(r_Clock_Count < CLOCKS_PER_BIT - 1) begin
                r_Clock_Count <= r_Clock_Count + 1'b1;
                r_SM_Main <= RX_STOP_BIT;
            end else begin
                r_RX_DV <= 1'b1;
                r_Clock_Count <= 0;
                r_SM_Main <= CLEANUP;
            end
        end
        CLEANUP: begin
            r_SM_Main <= IDLE;
            r_RX_DV <= 1'b0;
        end
        default: r_SM_Main <= IDLE;
    endcase
end
assign o_RX_Byte = r_RX_Byte;
assign o_RX_DV = r_RX_DV;
endmodule
$ cat ./constraint.sdc
current_design uart_rx

set clk_period 3.3
set clk_io_pct 0.2

create_clock -name clk0 -period $clk_period [get_ports {i_Clock}]

set non_clock_inputs [all_inputs -no_clocks]
set_input_delay [expr $clk_period * $clk_io_pct] -clock clk0 $non_clock_inputs
set_output_delay [expr $clk_period * $clk_io_pct] -clock clk0 [all_outputs]
$ cat ./run.sh
#!/bin/bash
# OpenROAD 26Q1-2900-gdf79404cd8, Yosys 0.63+post, stock flow scripts
make -C /OpenROAD-flow-scripts/flow DESIGN_CONFIG=/design/flow/config.mk WORK_HOME=/design/flow/orfs finish
==> reports/metrics.cfg <==
[drt]
dr.pass1.iters = 4
vias = 1266
first_iter_violations = 106
vias_per_cell = 4.46
dr_wl_met2_um = 1280
wirelength_um = 3240
top_layer = met4
antenna_left = 0
wire_per_inst_um = 11.4
drc = 0
n_antenna_cell = 0
met3_length_um = 280
met1_length_um = 1670

[die]
core_region_area_um2 = 8760
fp_util_pct = 20.5
fp.dieW_um = 115
die-area_um2 = 13200
ios = 11
die_h_um = 115
rows = 34

[cells_and_area]
combGateArea_um2 = 786
syn2layout_area_growth_pct = 16.1
lay_top_count = edfxtp_1
finalNonFillerCells = 284
fillers = 926
drive_above_1_share_pct = 9.66
lay_top_cells = edfxtp_1 (30), a21oi_1 (14), nand2_1 (13)
flop_area_um2 = 961

[global_routing]
grt_pass1_wl_um = 5470
grt_usage_pct = 4.92
grt_overflow_total = 0
grt_max_degree = 19
antenna_found_initial = 0
grt_pass1_vias = 1119

[setup_path]
r2r-end = r_Clock_Count[13]
reg2reg_from = r_Clock_Count[0]
cp_max_fo = 18
crit_path_start = r_Clock_Count[0]
crit_type = reg2reg
rrSetupSlack_ns = 0.89
cp_data_required_time_ns = 3.41
start_kind = flip-flop
endpoint_kind = flip-flop
rr_worst_depth = 6
worstSetupEndpoint = r_Clock_Count[13]
crit_arrival_ns = 2.52

[placed_design]
gp_congestion = 0.805
place_ws_ns = 0.882
placedCellCount = 276
port_buffers = 10
hpwl_um = 2230

[final_timing]
max_freq_mhz = 415
rsz0062_at_grt = false
drv_slew = 0
finalSetupTns_ns = 0
layout_worst_path_cycle_share_pct = 73.0
finalHoldViolations = 0
finalCriticalPeriod_ns = 2.41
slew_headroom_pct = 67.1
worst_pin_slew_ns = 0.491
finalSetupViolCount = 0
fin_skew_ns = 0.00417
setup_ws_ns = 0.891

[cts]
cts_root_buf = clkbuf_8
clk_latency_ns = 0.28
numCtsBuffers = 5
cts.repair.resized = 0
cts_hold_buf = 0
cts.sinks = 33
cts_setup_buffers = 0
path_clk_slew_ns = 0.07
htreeDepth = 2
clockBufferDepth = 2
cts_tree = yes

[synthesis]
syn_avg_cell_area_um2 = 10.9
yosysChipArea_um2 = 1800
synth_warnings = 0
synthesis.area_um2 = 1800
synth-cells-yosys = 165
ys_seq_share_pct = 53.4
yosysUniqueCellTypes = 44
synthCells = 165
ys_ff = 33

[power_and_ir_drop]
power.leakage_nw = 0.728
ir_worst_vdd_mv = 0.124
finalPower_uw = 739
p_per_area_nw_per_um2 = 354

[min_path]
holdCritStartpoint = r_SM_Main[1]
worstHoldPathType = reg2reg

[run]
maxCapViolCount = 0
warnings = 27

[status]
status = completed

-- per-stage QoR --
| stage | cell area, um^2 | hold WS, ns | utilization [%] |
|---|---|---|---|
| CTS | 2090 | 0.549 | 23.8 |
| finish | 2090 | 0.554 | 23.8 |
| floorplan | 1800 | 0.492 | - |
| global placement | 2010 | 0.539 | 22.9 |
| detailed placement | 2010 | 0.538 | 22.9 |
| global route | 2090 | 0.602 | 23.8 |
-- power breakdown --
group          total [mW]  internal (mW)  switching [mW]
Combinational     0.00308        0.00118         0.00189
Clock               0.286          0.142           0.144
Sequential          0.450          0.450               0
-- synth_stat cells, drive strengths merged --
master,n,area share [%]
mux2i,1,0.56
or2,1,0.35
nor4b,3,1.5
nand2,14,3.1
nand3,8,2.8
and2b,1,0.42
a211oi,1,0.42
and4b,1,0.56
nor2,8,1.7
nand2b,2,0.70
a211o,1,0.49
and4,3,1.5
o2bb2ai,1,0.49
a21oi,14,3.9
nor3b,2,0.83
or3,3,1.2
o2111ai,1,0.49
or4b,1,0.56
dfxtp,3,3.3
edfxtp,30,50
a21boi,3,1.3
xor2,7,3.4
nor4,3,1.0
a22oi,4,1.7
buf,4,1.3
and3,3,1.0
nand4,5,1.7
inv,3,0.63
o21ai,6,1.7
and3b,1,0.49
or4,2,0.83
or3b,2,0.97
a32oi,1,0.49
and2,3,1.0
nor3,5,1.4
clkbuf,5,1.0
xnor2,5,2.4
ha,4,2.8
-- flip-flops by register name (all words and copies together) (netlist names) --
name,count
r_Bit_Index,3
r_Clock_Count,18
r_SM_Main,3
o_RX_Byte,8
o_RX_DV,1
-- cells by family (layout without fill, tap and decap cells) --
family,after synthesis,after routing,synth area share [%]
buf+inv,12,23,2.92
compound gates,32,32,10.8
mux,1,1,0.556
fa+ha+maj,4,4,2.78
simple gates,71,71,23.6
flops,33,33,53.4
xor+xnor,12,12,5.84
-- metal layers --
layer / GRT usage [%] / vias to the layer above
met5: 0 / -
met2: 6.34 / 31
met4: 0.495 / 0
met3: 2.22 / 2
li1: - / 651
met1: 7.67 / 582
-- worst max-delay path, cell delays in order (launching register included) --
cell      delay (ns)
edfxtp_1        0.47
inv_1           0.09
ha_1            0.13
or3b_2          0.43
a32oi_1         0.40
nand3_2         0.42
a22oi_1         0.30
-- area by class of cell --
class / instances / share of cell area [%]
multi-input cells: 120 / 37.6
clock buffers: 5 / 3.29
clock inverters: 3 / 0.599
well taps: 108 / 6.47
inverters: 3 / 0.539
repair buffers: 12 / 5.51
flip-flops and latches: 33 / 46.0
-- worst min-delay path by stage --
stage | depth (start not counted) | slack [ns] | end
final | 2 | 0.55 | r_SM_Main[1]
after global routing | 2 | 0.60 | r_SM_Main[1]
after CTS | 2 | 0.55 | r_SM_Main[1]
No activity file was given, so power comes from the tool's default toggle rates.

[/design/flow/design.v]
(* top *) module macrocellmode_autogen (
  (* iopad_external_pin, clkbuf_inhibit *) input clock,
  (* iopad_external_pin *) input rst,
  (* iopad_external_pin *) output out,
  (* iopad_external_pin *) output out_en,
  (* iopad_external_pin *) output clk_en
);
  wire wire92;
  wire wire93;
  wire wire94;
  wire wire95;
  assign out_en =1'b1;
  assign clk_en =1'b1;
  assign wire94 = 1'b1;
  assign wire93 = clock;
  assign wire95 = rst;
  assign out = wire92;
  wire mcmw_breathingcontroller77_o_out_out;
  mcm_breathing_ctrl breathingcontroller77(.i_clk(wire93), .i_rst(wire95), .i_en(wire94), .o_out(mcmw_breathingcontroller77_o_out_out));
  assign wire92 = mcmw_breathingcontroller77_o_out_out;
endmodule
module mcm_breathing_ctrl #(
  parameter IN_CLK_HZ   = 50_000_000,    
  parameter DEPTH       = 8,             
  parameter PWM_FREQ_HZ = 100,           
  parameter RAMP_MULT   = 2              
) (
  input i_clk,      
  input i_rst,      
  input i_en,       
  output reg o_out  
);
  localparam CNT_SLOW = IN_CLK_HZ / PWM_FREQ_HZ / (2**DEPTH);
  localparam CNT_SLOW_WIDTH = $clog2(CNT_SLOW);
  localparam CNT_RAMP_WIDTH = $clog2(RAMP_MULT);
  reg                      r_clk_en   = 1'b0;
  reg [CNT_SLOW_WIDTH-1:0] r_cnt_slow = 'h0;
  reg [DEPTH-1:0]          r_cnt_pwm  = 'h0;
  reg [DEPTH-1:0]          r_cnt_duty = 'h0;
  reg [CNT_RAMP_WIDTH:0]   r_cnt_ramp = 'h0;
  reg                      r_dir      = 1'b0;
  always @(posedge i_clk) begin
    if (!i_rst) begin
      r_cnt_slow <= 'h0;
      r_clk_en   <= 1'b0;
    end else begin
      if (i_en) begin
        r_clk_en <= 1'b0;
        if (r_cnt_slow < CNT_SLOW) begin
          r_cnt_slow <= r_cnt_slow + 1;
        end else begin
          r_cnt_slow <= 'h0;
          r_clk_en   <= 1'b1;
        end
      end
    end
  end
  always @(posedge i_clk) begin
    if (!i_rst) begin
      r_cnt_pwm  <= 'h0;
      r_cnt_ramp <= 'h0;
      r_cnt_duty <= 'h0;
      r_dir      <= 1'b0;
    end else begin
      if (i_en) begin
        if (r_clk_en) begin
          r_cnt_pwm <= r_cnt_pwm + 1;
          if (&r_cnt_pwm) begin
            r_cnt_pwm  <= 'h0;
            r_cnt_ramp <= r_cnt_ramp + 1;
            if (r_cnt_ramp >= (RAMP_MULT-1)) begin
              r_cnt_ramp <= 'h0;
              r_cnt_duty <= r_cnt_duty + 1;
              if (&r_cnt_duty) begin
                r_cnt_duty <= 'h0;
                r_dir      <= ~r_dir;
              end
            end
          end
        end
      end
    end
  end
  always @(posedge i_clk) begin
    if (!i_rst) begin
      o_out <= 1'b0;
    end else begin
      if (i_en) begin
        o_out <= (r_dir == 0) ? ((r_cnt_pwm < r_cnt_duty) ? 1:0) : ((r_cnt_pwm < r_cnt_duty) ? 0:1);
      end else begin
        o_out <= 1'b0;
      end
    end
  end
endmodule
module debouncer #(
    parameter DEBOUNCE_CNT_LIMIT = 500_000
)(
    input   		clk,
    input   		i_pulse,
    output  		o_pulse
);
localparam CNT_WIDTH = $clog2(DEBOUNCE_CNT_LIMIT + 1);
reg [CNT_WIDTH-1:0]  r_clk_cnt = 0;
reg                  r_pulse   = 1'b0;
assign o_pulse     = r_pulse;
always @(posedge clk) begin
    if ((i_pulse != r_pulse) && (r_clk_cnt < DEBOUNCE_CNT_LIMIT)) begin
        r_clk_cnt <= r_clk_cnt + 1;
    end
    else if (r_clk_cnt == DEBOUNCE_CNT_LIMIT) begin
        r_pulse   <= i_pulse;
        r_clk_cnt <= 0;
    end
    else begin
        r_clk_cnt <= 0;
    end
end
endmodule
module half_adder(
	input a,b,
	output c,s
	);
		assign s = a ^ b;
		assign c = a & b;
endmodule
module uart_rx #(
    parameter CLK = 50_000_000,
    parameter BAUD_RATE = 115200
) (
    input         i_Clock,
    input         i_RX_Serial,
    output        o_RX_DV,
    output [7:0]  o_RX_Byte
);
parameter CLOCKS_PER_BIT = CLK/BAUD_RATE;
parameter IDLE = 3'b000;
parameter RX_START_BIT = 3'b001;
parameter RX_DATA_BITS = 3'b010;
parameter RX_STOP_BIT = 3'b011;
parameter CLEANUP = 3'b100;
reg [17:0] r_Clock_Count;
reg [2:0] r_Bit_Index;
reg [7:0] r_RX_Byte;
reg r_RX_DV;
reg [2:0] r_SM_Main;
always @(posedge i_Clock) begin
    case (r_SM_Main)
        IDLE: begin
            r_RX_DV <= 1'b0;
            r_Clock_Count <= 0;
            r_Bit_Index <= 0;
            if (i_RX_Serial == 1'b0)
                r_SM_Main <= RX_START_BIT;
            else
                r_SM_Main <= IDLE;
        end
        RX_START_BIT: begin
            if (r_Clock_Count == CLOCKS_PER_BIT / 2) begin
                if (i_RX_Serial == 1'b0) begin
                    r_Clock_Count <= 0;
                    r_SM_Main <= RX_DATA_BITS;
                end else
                    r_SM_Main <= IDLE;
            end else begin
                r_Clock_Count <= r_Clock_Count + 1'b1;
                r_SM_Main <= RX_START_BIT;
            end
        end
        RX_DATA_BITS: begin
            if(r_Clock_Count < CLOCKS_PER_BIT - 1) begin
                r_Clock_Count <= r_Clock_Count + 1'b1;
                r_SM_Main <= RX_DATA_BITS;
            end else begin
                r_Clock_Count <= 0;
                r_RX_Byte[r_Bit_Index] <= i_RX_Serial;
                if (r_Bit_Index < 7) begin
                    r_Bit_Index <= r_Bit_Index + 1'b1;
                    r_SM_Main <= RX_DATA_BITS;
                end else begin
                    r_Bit_Index <= 0;
                    r_SM_Main <= RX_STOP_BIT;
                end
            end
        end
        RX_STOP_BIT: begin
            if(r_Clock_Count < CLOCKS_PER_BIT - 1) begin
                r_Clock_Count <= r_Clock_Count + 1'b1;
                r_SM_Main <= RX_STOP_BIT;
            end else begin
                r_RX_DV <= 1'b1;
                r_Clock_Count <= 0;
                r_SM_Main <= CLEANUP;
            end
        end
        CLEANUP: begin
            r_SM_Main <= IDLE;
            r_RX_DV <= 1'b0;
        end
        default: r_SM_Main <= IDLE;
    endcase
end
assign o_RX_Byte = r_RX_Byte;
assign o_RX_DV = r_RX_DV;
endmodule
[/design/flow/run.sh]
#!/bin/bash
# OpenROAD 26Q1-2900-gdf79404cd8, Yosys 0.63+post, stock flow scripts
make -C /OpenROAD-flow-scripts/flow DESIGN_CONFIG=/design/flow/config.mk WORK_HOME=/design/flow/orfs finish
[/design/flow/constraint.sdc]
current_design macrocellmode_autogen

set clk_period 4.2
set clk_io_pct 0.2

create_clock -name clk0 -period $clk_period [get_ports {clock}]

set non_clock_inputs [all_inputs -no_clocks]
set_input_delay [expr $clk_period * $clk_io_pct] -clock clk0 $non_clock_inputs
set_output_delay [expr $clk_period * $clk_io_pct] -clock clk0 [all_outputs]
[/design/flow/config.mk]
export PLATFORM = sky130hd
export DESIGN_NAME = macrocellmode_autogen
export DESIGN_NICKNAME = macrocellmode_autogen
export VERILOG_FILES = /design/flow/design.v
export SDC_FILE = /design/flow/constraint.sdc
export NUM_CORES = 4
export LEC_CHECK = 1
export CORE_AREA = 10 10 97 97
export DIE_AREA = 0 0 107 107
export SYNTH_HDL_FRONTEND = slang
==> summary.txt <==
Count of library flops with an enable pin: 0
WP data required: 4.42 ns
First-pass iteration count of the detailed router: 4
Hold slack: 0.4704 ns
Worst-Skew Late Latency: 0.28 ns
Initial drt markers: 45
Placed insts: 283
Final non-filler cell total: 290
Adder Share, Synth: 8.403%
Crit path from: rst
Final hold violations: 0
CTS buffer count: 5
Async SR Flop Fraction: 0%
Crit end category: register
Setup repair bufs after CTS: 0
Met3 Routed Length: 88 um
Largest area contributor in the netlist: dfxtp_1
Mux area share: 3.132%
FF/Latch Area: 640.6 um2
DP Wirelength: 1971 um
RR Startpoint: breathingcontroller77.r_cnt_ramp[0]$_SDFFE_PN0P_
Top-area cell share: 39.11%
Setup_tns: 0 ns
Synth-to-layout area growth: 13.45%
Syn Area/Cell: 8.805 um2
CTS sink cnt: 32
Final Wtd Congestion: 0.7691
Class of the tightest hold or removal check: reg2reg
GRT overflow: 0
Cts repair resizes: 0
Top cells by instance count after synthesis: 32 x dfxtp_1, 25 x nor2_1, 14 x nand2_1, 12 x xnor2_1
Slew Limit Fails: 0
Top logic family: simple AND/OR/NAND/NOR gates
Final wirelength: 2767 um
Routed length on met1: 1453 um
CP startpoint kind: primary input
Layout cells sized above 1: 8.377%
Hold-fix buffers, CTS: 0
Routed Antenna Nets: 0
CTS clk-pin slew, worst paths: 0.07 ns
Pwr/cell area: 309.0 nW/um2
Ports: 5
Top cells by area: dfxtp_1 39%, ha_1 8.4%, xnor2_1 6.4%, nor2_1 5.7%, nand2_1 3.2%
Yosys warnings: 0
Via count: 1237
# Cells Yosys: 186
Die Span X: 107 um
VDD IR max: 0.08864 mV
Critical path arrival: 2.58 ns
Worst rel slew slack: 53.39%
Dpl ws: 1.559 ns
Post-synthesis register bit count: 32
Mapped Cells: 186
AO/OA Area Share: 8.556%
Worst Path Class, Setup: in2reg
Diode count: 0
Distinct lib cells: 42
Total track usage: 5.003%
Routed len/inst: 9.541 um
FP Util: 22.46%
Leak: 0.6411 nW
Reg2Reg Depth: 6
CORE AREA: 7292 um2
Remaining DRCs: 0
Vias in the first global route: 1125
H-tree depth: 2
FP Rows: 31
Chip area: 11450 um2
Run status: complete, no violations
Total tool warning count: 25
Internal reg-to-reg setup slack: 2.15 ns
Maximum capacitance violations: 0
Pin count of the biggest net entering global routing: 24
Tmin final: 2.358 ns
First-pass GRT wire length: 4954 um
Clock root cell: clkbuf_8
I/O Buffers: 2
Most frequent cell after synthesis: dfxtp_1
Initial antenna violation count: 0
RSZ-0062 raised after global routing: no
Crit path to: breathingcontroller77.o_out$_SDFF_PN0_
CTS tree: yes
Final setup viols: 0
Actual slew at the worst max-slew pin: 0.6970 ns
Post-Syn Area: 1638 um2
Crit Path Max Fanout: 23
Final worst setup slack: 1.842 ns
Simple-gate share of the synthesized area: 27.58%
Comb area: 928.4 um2
Routed wl met2: 1174 um
Yosys xor share: 8.556%
Top FF cell, synth: dfxtp_1
Sequential area share after synthesis: 39.11%
Clock tree buffer depth: 2
Top layer in use: met4
Clock skew: 0.006274 ns
FMAX: 424.1 MHz
Fill cells: 804
Cycle use final: 56.14%
Vias/cell: 4.266
Die height: 107 um
YS chip area: 1638 um2
End of the worst register-to-register path: breathingcontroller77.r_cnt_duty[6]$_SDFFE_PN0P_
==> per-layer routing <==
metal	track usage [%]	vias up
li1	-	656
met1	7.041	563
met2	7.638	13
met3	1.273	5
met4	0.9671	0
met5	0	-
==> through the flow <==
stage                     total power, W  cell area, um2  util (%)
after floorplan                0.0003266            1642         -
after detailed placement       0.0003297            1762     24.16
final                          0.0005741            1858     25.48
after CTS                      0.0005836            1858     25.48
after global routing           0.0005996            1858     25.48
after global placement         0.0003296            1762     24.16
==> flip-flops by register name, summed over array words and instances (netlist names) <==
register	flops
breathingcontroller77.r_dir	1
breathingcontroller77.r_cnt_ramp	2
breathingcontroller77.r_clk_en	1
breathingcontroller77.r_cnt_slow	11
breathingcontroller77.r_cnt_duty	8
breathingcontroller77.r_cnt_pwm	8
breathingcontroller77.o_out	1
==> final cells by class <==
class	instances	share of cell area, %
clock buffers	7	5.185
inverters	11	2.222
multi-input cells	138	49.97
flip-flops and latches	32	34.48
well taps	99	6.667
repair buffers	3	1.481
==> how the worst min path moves through the flow <==
stage,start,end,slack [ns],cells past startpoint
CTS,breathingcontroller77.r_cnt_slow[0]$_SDFF_PN0_,breathingcontroller77.r_cnt_slow[0]$_SDFF_PN0_,0.48,1
global route,breathingcontroller77.r_cnt_ramp[0]$_SDFFE_PN0P_,breathingcontroller77.r_cnt_ramp[0]$_SDFFE_PN0P_,0.50,1
finish,breathingcontroller77.r_cnt_slow[0]$_SDFF_PN0_,breathingcontroller77.r_cnt_slow[0]$_SDFF_PN0_,0.47,1
==> report_power, final <==
| part | switching, W | internal [W] | total, W |
|---|---|---|---|
| registers | 0.00000227 | 0.000306 | 0.000308 |
| clock network | 0.000106 | 0.000146 | 0.000252 |
| logic | 0.00000850 | 0.00000588 | 0.0000144 |
| total | 0.000117 | 0.000458 | 0.000574 |
==> cell usage in the layout, fill, tap and decap left out, types with 2 or more instances in the layout <==
cell type,netlist,final
o211ai_1,4,4
o21ai_0,4,4
xnor2_1,12,12
clkbuf_8,0,7
nor2b_1,2,2
or4_1,3,3
xor2_1,4,4
conb_1,1,2
nor3_1,3,3
dfxtp_1,32,32
nand2_1,14,14
clkdlybuf4s50_1,0,2
nand4_1,7,7
o31ai_1,2,2
mux2i_1,4,4
nand2b_1,2,2
nand3_1,10,10
nor3b_1,2,2
inv_1,11,11
and2_1,2,2
a21oi_1,5,5
nor2_1,25,25
ha_1,11,11
and3_1,3,3
==> logic make-up after synthesis <==
family	count (synthesis)
AOI/OAI and AO/OA	21
xor gates and xnor gates	16
adders and majority gates	11
buffers and inverters	17
DFF	32
muxes	5
other	1
and+or+nand+nor	83
==> critical path, cell delays in order <==
cell and delay (ns):
clkdlybuf4s50_1 0.92, nand2_1 0.18, or4_1 0.54, nand4_1 0.08
Power is estimated from default activity; no workload was simulated.

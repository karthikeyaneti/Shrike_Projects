`flow/run.sh`:
```
#!/bin/bash
# OpenROAD 26Q1-2900-gdf79404cd8, Yosys 0.63+post, stock flow scripts
make -C /OpenROAD-flow-scripts/flow DESIGN_CONFIG=/design/flow/config.mk WORK_HOME=/design/flow/orfs finish
```
`flow/config.mk`:
```
export PLATFORM = sky130hd
export DESIGN_NAME = debouncer
export DESIGN_NICKNAME = debouncer
export VERILOG_FILES = /design/flow/design.v
export SDC_FILE = /design/flow/constraint.sdc
export NUM_CORES = 4
export LEC_CHECK = 1
export CORE_AREA = 10 10 86 86
export DIE_AREA = 0 0 96 96
export SYNTH_HDL_FRONTEND = slang
```
`flow/constraint.sdc`:
```
current_design debouncer

set clk_period 2.5
set clk_io_pct 0.2

create_clock -name clk0 -period $clk_period [get_ports {clk}]

set non_clock_inputs [all_inputs -no_clocks]
set_input_delay [expr $clk_period * $clk_io_pct] -clock clk0 $non_clock_inputs
set_output_delay [expr $clk_period * $clk_io_pct] -clock clk0 [all_outputs]
```
`flow/design.v`:
```
module debouncer #(
    parameter DEBOUNCE_CNT_LIMIT = 500_000
)(
    input   		clk,
    input   		i_pulse,
    output  		o_pulse
);
localparam CNT_WIDTH = $clog2(DEBOUNCE_CNT_LIMIT + 1);
reg [CNT_WIDTH-1:0]  r_clk_cnt = 0;
reg                  r_pulse   = 1'b0;
assign o_pulse     = r_pulse;
always @(posedge clk) begin
    if ((i_pulse != r_pulse) && (r_clk_cnt < DEBOUNCE_CNT_LIMIT)) begin
        r_clk_cnt <= r_clk_cnt + 1;
    end
    else if (r_clk_cnt == DEBOUNCE_CNT_LIMIT) begin
        r_pulse   <= i_pulse;
        r_clk_cnt <= 0;
    end
    else begin
        r_clk_cnt <= 0;
    end
end
endmodule
```
==> impl_metrics.env <==
# source this file to load flow results
export IMPL_p_leak_nw=0.327
export IMPL_wl_per_cell_microns=8.92
export IMPL_clkTransAtPathRegs_ps=70
export IMPL_synth_edff_count=1
export IMPL_power_density_mw_per_mm2=536
export IMPL_synth_avg_cell_area_sq_um=8.58
export IMPL_min_period_ps=1950
export IMPL_warnings=26
export IMPL_seq_area_frac_synth=0.435
export IMPL_numCtsBuffers=3
export IMPL_clock_latency_ps=250
export IMPL_final_common_cell="dfxtp_1"
export IMPL_die_y_microns=96
export IMPL_core_sq_mm=0.00554
export IMPL_rsz0062_at_grt="no"
export IMPL_skew_ps=1.20
export IMPL_ant_nets=0
export IMPL_drv_cap=0
export IMPL_io_buffers=2
export IMPL_min_delay_start="r_clk_cnt[0]$_SDFF_PN0_"
export IMPL_status="finished, final reports clean"
export IMPL_hold_viol=0
export IMPL_crit_arrival_ps=2140
export IMPL_worst_path_most_repeated_cell="or4_1"
export IMPL_slowest_stage="or4_1"
export IMPL_clockBufferDepth=2
export IMPL_rows=27
export IMPL_hp_class="reg2reg"
export IMPL_power_mw=0.591
export IMPL_tightest_slew_ps=741
export IMPL_drt_pass1_iter_count=4
export IMPL_path_max_fanout=8
export IMPL_syn_cell_area_sq_um=943
export IMPL_cts_sinks=20
export IMPL_diodes=0
export IMPL_synth_async_reset_ratio=0
export IMPL_fp_utilization=0.170
export IMPL_grt_usage=0.0370
export IMPL_fin_area_sq_mm=0.00110
export IMPL_min_to="r_clk_cnt[0]$_SDFF_PN0_"
export IMPL_finalSetupViolations=0
export IMPL_cts_tree="yes"
export IMPL_drtIter0Drc=30
export IMPL_slowest_delay_ps=610
export IMPL_post_cts_resized=0
export IMPL_ff_type="dfxtp_1"
export IMPL_syn2layout_area_growth_pct=17.0
export IMPL_grt_pass1_wl_microns=2860
export IMPL_synth_warnings=0
export IMPL_htree_num_levels=1
export IMPL_gr_total_overflow=0
export IMPL_first_global_vias=620
export IMPL_vias=728
export IMPL_r2r_cells=4
export IMPL_crit_path_start_kind="flip-flop"
export IMPL_cts_root_buf="clkbuf_8"
export IMPL_postSynthCellCount=110
export IMPL_ys_ff=20
export IMPL_drc=0
export IMPL_postCtsSetupBuffers=0
export IMPL_max_slew_margin=0.503
export IMPL_dpl_cell_area_sq_mm=0.00105
export IMPL_cts_hold_buf=0
export IMPL_rr_endpoint="r_clk_cnt[17]$_SDFF_PN0_"
export IMPL_yosys_cells=110
export IMPL_reg2reg_from="r_clk_cnt[5]$_SDFF_PN0_"
export IMPL_ys_types=27
export IMPL_endpoint_kind="flip-flop"
export IMPL_cp_required_ps=2690
export IMPL_ir_drop_v=0.000326
export IMPL_wl_microns=1660
export IMPL_ys_chip_area_sq_um=943
export IMPL_viasPerCell=3.91
export IMPL_holdPathStages=1
export IMPL_die_x_microns=96
export IMPL_post_dp_hpwl_microns=1190
export IMPL_antenna_found_initial=0
export IMPL_drv_slew=0
export IMPL_gp_congestion=0.843
export IMPL_path_class="reg2reg"
export IMPL_drive_above_1_share=0.0965
export IMPL_grt_max_degree=12
export IMPL_chipArea_sq_mm=0.00922
export IMPL_cp_cell_sequence="nand3_2 -> or4_1 -> or4_1 -> a21oi_1"
export IMPL_fin_setup_tns_ps=0
export IMPL_finalCritPeriodShare=0.781
export IMPL_pin_count=3
export IMPL_max_freq_mhz=512
export IMPL_layout_top_cells="19 x dfxtp_1, 18 x nor2_1, 9 x xnor2_1, 7 x nand2_1"
export IMPL_regToRegSetupSlack_ps=550
where the power goes:
part	switching, mW	internal [mW]	total [mW]	leakage, nW
combinational	0.0120	0.00857	0.0206	0.135
sequential	0.00505	0.325	0.330	0.163
clock	0.101	0.140	0.241	0.0288
total	0.118	0.474	0.591	0.327
how the worst max path moves through the flow:
stage | start | to | slack, ps
CTS | r_clk_cnt[5]$_SDFF_PN0_ | r_clk_cnt[17]$_SDFF_PN0_ | 560
global route | r_clk_cnt[5]$_SDFF_PN0_ | r_clk_cnt[17]$_SDFF_PN0_ | 460
finish | r_clk_cnt[5]$_SDFF_PN0_ | r_clk_cnt[17]$_SDFF_PN0_ | 550
state kept, by name, indices dropped and copies added, names as in the netlist:
register / flops
o_pulse: 1
r_clk_cnt: 19
final cells by class:
type	count	area [sq um]
Fill cell	631	4440
Multi-Input combinational cell	82	502
Sequential cell	20	410
Tap cell	72	90.1
Clock buffer	4	55.1
Timing Repair Buffer	3	27.5
Inverter	5	18.8
critical path, delay by kind of cell (launching register included):
family	cells	cell delay (ps)
AOI/OAI and AO/OA	1	150
and+or+nand+nor	3	1270
DFF	1	460
synthesized netlist by cell type (3+ instances only):
master    n  share of area
nor3_1    3          0.016
nor2_1   18          0.072
xor2_1    3          0.028
dfxtp_1  19           0.40
o21ai_0   4          0.021
nor4_1    5          0.033
xnor2_1   9          0.084
a21oi_1   5          0.027
inv_1     5          0.020
or3_2     3          0.024
and3_1    3          0.020
nand4_1   4          0.027
nand2_1   7          0.028
nand3_1   4          0.021
per-stage QoR:
stage                util  instances  hold WS, ps  worst slack, ps
detailed placement  0.189        182          464              581
floorplan               -        110          437              698
global route        0.199        186          495              461
CTS                 0.199        186          482              560
global placement    0.189        182          461              609
finish              0.199        186          484              546
kinds of logic (layout without fill, tap and decap cells):
| group | count (synthesis) | in the layout | share of synthesized area |
|---|---|---|---|
| buffers and inverters | 8 | 12 | 0.0332 |
| DFF | 20 | 20 | 0.435 |
| xor gates and xnor gates | 12 | 12 | 0.111 |
| and+or+nand+nor | 55 | 55 | 0.309 |
| AOI/OAI and AO/OA | 13 | 13 | 0.0849 |
| adders and majority gates | 2 | 2 | 0.0265 |
per-layer routing:
layer	vias up	wire length, microns	GRT usage
met5	-	0	0
met4	0	0	0
met3	0	66	0.0126
met2	8	719	0.0533
met1	323	872	0.0557
li1	397	-	-
Power is estimated from default activity; no workload was simulated.
